`config.mk`:
```
export PLATFORM = sky130hd
export DESIGN_NAME = EM
export DESIGN_NICKNAME = EM
export VERILOG_FILES = /design/flow/design.v
export SDC_FILE = /design/flow/constraint.sdc
export NUM_CORES = 4
export LEC_CHECK = 1
export CORE_AREA = 10 10 78 78
export DIE_AREA = 0 0 88 88
```
`constraint.sdc`:
```
current_design EM

set clk_period 1.6
set clk_io_pct 0.2

create_clock -name clk0 -period $clk_period [get_ports {Clk}]

set non_clock_inputs [all_inputs -no_clocks]
set_input_delay [expr $clk_period * $clk_io_pct] -clock clk0 $non_clock_inputs
set_output_delay [expr $clk_period * $clk_io_pct] -clock clk0 [all_outputs]
```
`design.v`:
```
module EM(input logic[1:0] Mode,
          input logic Enable,
          input logic[7:0] EMReading,
          input logic Clk,
          input logic CPUReadComplete,
          output logic[15:0] EMResult,
          output logic[2:0] ErrorCode,
          output logic EMValReady
);
logic[7:0] prevEMreading;
logic startmeasure;
logic acquisitionready;
GetEMReadingFSM GetEMReading(Mode, Enable, Clk, prevEMreading, acquisitionready, CPUReadComplete, startmeasure, EMResult, ErrorCode, EMValReady);
AcquireEMData EMSampling(Clk, startmeasure, EMReading, prevEMreading, acquisitionready);
endmodule
module GetEMReadingFSM(input logic[1:0] mode,
                       input logic enable,
                       input logic clk,
                       input logic[7:0] prevEMreading,
                       input logic acquisitionready,
                       input logic cpureadcomplete,
                       output logic startmeas,
                       output logic[15:0] emresult,
                       output logic[2:0] errorcode,
                       output logic emvalready);
typedef enum logic[1:0] {Reset, DataReady, Fast, Slow} statetype;
statetype state, nextstate;
always_ff @ (posedge clk) begin
    if (!enable || mode == 2'b00) state <= Reset;
    else state <= nextstate;
end
always_comb
case (state)
    Reset: begin
        if (mode == 2'b01) nextstate = DataReady;
        else if (mode == 2'b11) nextstate = Reset;
        else nextstate = Slow;
    end
    DataReady: begin
        if (!cpureadcomplete) nextstate = DataReady;
        else begin
            if (mode == 2'b01) nextstate = DataReady;
            else if (mode == 2'b11) nextstate = Reset;
            else nextstate = Slow;
        end
    end
    Fast: begin
        nextstate = DataReady;
    end
    Slow: begin
        if(!acquisitionready) nextstate = Slow;
        else nextstate = DataReady;
    end
endcase
always_comb
case (state)
    Reset: begin
        startmeas = 0;
        emresult = 0;
        errorcode = 0;
        emvalready = 0;
    end
    DataReady: begin
        startmeas = 0;
        emresult = {8'b00000000, prevEMreading};
        errorcode = 1;
        emvalready = 1;
    end
    Fast: begin
        startmeas = 0;
        emresult = 0;
        errorcode = 2;
        emvalready = 0;
    end
    Slow: begin
        startmeas = 1;
        emresult = 0;
        errorcode = 3;
        emvalready = 0;
    end
endcase
endmodule
module AcquireEMData(input logic clk,
                     input logic startmeasure,
                     input logic[7:0] sensorreading,
                     output logic[7:0] recordedvalue,
                     output logic acquisitionready);
    always_ff @(posedge clk) begin
        if (startmeasure) begin
            recordedvalue <= sensorreading;
            acquisitionready <= 1;
        end
        else begin
            acquisitionready <= 0;
        end
    end
endmodule
```
`run.sh`:
```
#!/bin/bash
# OpenROAD 26Q1-2900-gdf79404cd8, Yosys 0.63+post, stock flow scripts
make -C /OpenROAD-flow-scripts/flow DESIGN_CONFIG=/design/flow/config.mk WORK_HOME=/design/flow/orfs finish
```
==> results.cfg <==
; synthesis and place-and-route metrics
[sta]
finClkSkew_ns = 0.00207
tns_ns = 0
finalHoldViolations = 0
fin_hold_ws_ns = 0.508
setup_viol = 0
grt_setup_unrepaired = false
fmax_ghz = 0.651
finalMaxSlewViolations = 0
period_used_share = 0.960
fin_crit_ns = 1.54

[floorplan]
chipArea_um2 = 7740
boundaryPins = 33
core_um2 = 4410
rows = 24
fp_util = 0.121
fp.dieW_um = 88
dieHeight_um = 88

[detailed_routing]
wl_met1_um = 512
first_pass_iters = 3
dr_wl_met2_um = 705
wl_met3_um = 285
top_layer_used = met3
routedWlPerCell_um = 11.5
drc = 0
detail-route-antenna-nets = 0
first_iter_violations = 8
antenna_cells = 0
vias_per_cell = 3.05
postRouteWirelength_um = 1500
vias = 399

[status]
status = finished clean

[global_route]
grt_max_degree = 9
antenna_found_initial = 0
gr-total-overflow = 0
track_usage = 0.0377
grt_pass1_vias = 424
grt_pass1_wl_um = 2180

[power_and_ir_drop]
pwr-share-clk = 0.353
powerDensity_nw_per_um2 = 811
switching_share = 0.198
ir_drop_mv = 0.260
seq_power_share = 0.480
p_total_uw = 758
leakage_uw = 0.000454
power.switching_uw = 150
p_int_uw = 608
comb_power_share = 0.167

[cts]
cts_tree = built
cts_hold_buf = 0
cts.sinks = 12
cts_buffer_depth = 2
ctsHtreeMaxLevel = 1
path_clk_slew_ns = 0.05
cts_root_buf = clkbuf_8
clk_latency_ns = 0.23
cts_buffers = 3

[job]
max_cap_viol_count = 0
warnings = 26

[yosys]
postSynthAreaPerCell_um2 = 11.9
ys_top_logic_family = simple AND/OR/NAND/NOR gates
synth_xor_xnor_area_share = 0
syn_inst = 45
synth.distinct_cells = 15
syn-cell-area_um2 = 534
yosys_cells = 45
yosysWarnings = 2
adder_share = 0
ys_sh_aoi = 0.0703
mux_share = 0
ys.flops = 12
ys_seq_frac = 0.600
yosys_area_um2 = 534
ys_sh_simple = 0.190

[layout]
n_fill_cell = 451
syn2layout_area_growth_pct = 74.9
drive_gt1_frac = 0.266
fin_util = 0.212

[critical_path]
critical_path_class = reg2out
r2r-start = GetEMReading.state[2]
crit_family = buffers and inverters
cp_cell_sequence = buf_6 -> nor2_4 -> buf_4 -> and2_1 -> dlygate4sd2_1
cp-startpoint = GetEMReading.state[2]
reg2reg_to = EMSampling.recordedvalue[5]
end_kind = primary output
cp_slowest_cell = dfxtp_4
worstPathRequired_ns = 1.28
critPathLaunchType = flip-flop
path_buffers = 3
arrival_ns = 1.22
rrSetupSlack_ns = 0.68
r2r_cells = 2
crit_path_max_incr_delay_ns = 0.37
cp_max_fo = 4

[placed_design]
dpl.hpwl_um = 1200
portBuffers = 23
place_congestion = 0.731

[hold_path]
min_from = EMSampling.acquisitionready
hold_path.class = reg2reg
hold_depth = 2
hold_end = GetEMReading.state[1]
cells in the mapped netlist:
cell type | n | area share
a21oi_1 | 1 | 0.0094
a31oi_1 | 2 | 0.023
and2_1 | 8 | 0.094
buf_4 | 9 | 0.13
clkbuf_1 | 1 | 0.0070
conb_1 | 1 | 0.0070
dfxtp_1 | 4 | 0.15
edfxtp_1 | 8 | 0.45
nand2_1 | 2 | 0.014
nand2b_1 | 3 | 0.035
nand3b_1 | 1 | 0.014
nor2_4 | 1 | 0.021
o21ai_1 | 1 | 0.0094
o21bai_1 | 2 | 0.028
or2_1 | 1 | 0.012
power groups by stage:
stage	clock (uW)	combinational [uW]	sequential [uW]
6_report	268	127	364
5_1_grt	286	144	366
4_1_cts	275	116	365
logic make-up after synthesis:
logic type | after synthesis
compound gates | 6
simple gates | 16
flops | 12
buf+inv | 10
other cells | 1
metrics by stage:
step | instances | instance area, um2 | setup slack, ns
finish | 131 | 935 | 0.0647
floorplan | 53 | 564 | 0.475
CTS | 128 | 887 | -0.0728
detailed placement | 120 | 803 | 0.0994
global placement | 120 | 803 | 0.136
global route | 131 | 935 | 0.00233
metal layers:
metal / vias up / global-route usage
li1: 204 / -
met1: 175 / 0.0336
met2: 20 / 0.0608
met3: 0 / 0.0384
met4: 0 / 0.00435
met5: - / 0
worst max path at each step:
stage,end,slack (ns),cells past startpoint
CTS,EMResult[4],-0.07,3
global route,EMResult[5],0.002,5
finish,EMResult[5],0.06,5
layout by cell type, fill, tap and decap left out, types with 2 or more instances in the layout:
cell type | Yosys | final
o21bai_1 | 2 | 2
conb_1 | 1 | 9
nor2_4 | 1 | 2
dlymetal6s2s_1 | 0 | 6
nand2_1 | 2 | 2
a31oi_1 | 2 | 2
dlygate4sd2_1 | 0 | 3
edfxtp_1 | 8 | 8
nand2b_1 | 3 | 3
clkdlybuf4s50_1 | 0 | 13
clkbuf_8 | 0 | 3
buf_4 | 9 | 7
and2_1 | 8 | 3
and2_4 | 0 | 5
dfxtp_4 | 0 | 2
dfxtp_1 | 4 | 2
sequential cells by signal, summed over array words and instances (netlist names):
register                     cells
EMSampling.recordedvalue         8
EMSampling.acquisitionready      1
GetEMReading.state               3
timing repair:
item | CTS | global route
gates resized | 10 | 13
pin swaps | 9 | 6
buffers inserted | 4 | 3
gates cloned | 1 | 0
setup endpoints to repair | 10 | 6
worst min-delay path: cells and delay by family (launching register included):
kind	cells	cell delay (ns)
and+or+nand+nor	1	0.07
DFF	1	0.30
AOI/OAI and AO/OA	1	0.08
final cells by class:
type                            instances  area [um2]  share of cell area
Sequential cell                        12         328               0.351
Timing Repair Buffer                   31         300               0.321
Multi-Input combinational cell         32         196               0.210
Tap cell                               52        65.1              0.0696
Clock buffer                            3        41.3              0.0442
Clock inverter                          1        3.75             0.00402
Power and IR drop assume default switching activity.
