--- flow/config.mk ---
export PLATFORM = sky130hd
export DESIGN_NAME = ROSC
export DESIGN_NICKNAME = ROSC
export VERILOG_FILES = /design/flow/design.v
export SDC_FILE = /design/flow/constraint.sdc
export NUM_CORES = 4
export LEC_CHECK = 1
export CORE_UTILIZATION = 50
--- flow/constraint.sdc ---
current_design ROSC

set clk_period 4.4
set clk_io_pct 0.2

create_clock -name clk0 -period $clk_period [get_ports {Clk}]
create_clock -name clk1 -period $clk_period [get_ports {SensorReading}]

set non_clock_inputs [all_inputs -no_clocks]
set_input_delay [expr $clk_period * $clk_io_pct] -clock clk0 $non_clock_inputs
set_output_delay [expr $clk_period * $clk_io_pct] -clock clk0 [all_outputs]
--- flow/design.v ---
module ROSC(input logic[1:0] Mode, 
            input logic Enable,
            input logic SensorReading,
            input logic Clk,
            input logic[3:0] NumClkCycles,
            input logic CPUReadComplete,
            output logic[15:0] ROSCReading,
            output logic[2:0] ErrorCode,
            output logic ROSCValReady
    );
    logic startmeasure;
    logic countervalready;
    logic[3:0] numclkcycles;
    bit[15:0] recordedvalue;
    always_ff @(posedge Clk)
    begin
        if (!Enable) begin
            numclkcycles <= 0;
        end
        else begin
            if (!startmeasure) numclkcycles <= NumClkCycles;
        end
    end
    ROSCgetdataFSM ROSCGetData(Clk, Mode, Enable, recordedvalue, countervalready, CPUReadComplete, startmeasure, ROSCReading, ErrorCode, ROSCValReady);
    counter freqcounter(SensorReading, Clk, numclkcycles, startmeasure, recordedvalue, countervalready);
endmodule
module ROSCgetdataFSM(input logic clk,
                  input logic[1:0] mode,
                  input logic enable,
                  input logic[15:0] prevroscreading,
                  input logic countervalready,
                  input logic cpureadcomplete,
                  output logic startmeas,
                  output logic[15:0] ROSCValue,
                  output logic[2:0] ErrorCode,
                  output logic ROSCValReady
);
typedef enum logic[1:0] {Reset, DataReady, Fast, Slow} statetype;
statetype state, nextstate;
always_ff @(posedge clk) begin
    if ((mode == 2'b00) || (enable == 0)) begin
        state <= Reset;
    end
    else begin
        state <= nextstate;
    end
end
always_comb 
    case (state)
        Reset: begin
            if (mode == 2'b01) nextstate = DataReady;
            else if (mode == 2'b11) nextstate = Reset;
            else nextstate = Slow;
        end
        DataReady: begin
            if (!cpureadcomplete) nextstate = DataReady;
            else begin
                if (mode == 2'b01) nextstate = DataReady;
                else if (mode == 2'b11) nextstate = Reset;
                else nextstate = Slow;
            end
        end
        Fast: begin
            nextstate = DataReady;
        end
        Slow: begin
            if(!countervalready) nextstate = Slow;
            else nextstate = DataReady;
        end
    endcase
always_comb
    case (state)
        Reset: begin
            startmeas = 0;
            ROSCValue = 0;
            ErrorCode = 0;
            ROSCValReady = 0;
        end
        DataReady: begin
            startmeas = 0;
            ROSCValue = prevroscreading;
            ErrorCode = 1;
            ROSCValReady = 1;
        end
        Fast: begin
            startmeas = 0;
            ROSCValue = 0;
            ErrorCode = 2;     
            ROSCValReady = 0;
        end
        Slow: begin
            startmeas = 1;
            ROSCValue = 0;
            ErrorCode = 3;
            ROSCValReady = 0;
        end
    endcase
endmodule
module counter( input logic FastClk, 
                input logic SlowClk, 
                input logic[3:0] Period, 
                input logic Enable, 
                output logic[15:0] CounterValue,
                output logic CounterComplete);
    logic[8:0] NumCycles;
    logic[15:0] countervalue;
    always_ff @(posedge SlowClk) 
        if (Enable || (NumCycles == Period + 1)) begin
            if (NumCycles < Period + 1) NumCycles <= NumCycles + 1;
            else NumCycles <= 0;
        end
        else NumCycles <= 0;
    always_ff @(posedge FastClk) begin
        if (Enable) begin
            if ((NumCycles < Period + 1) && (NumCycles > 0)) begin
                countervalue <= countervalue + 1;
                CounterComplete <= 0;
            end
            else if (NumCycles == 0) begin
                countervalue <= 0;
                CounterComplete <= 0;
            end
            else if (NumCycles == Period + 1) begin
                CounterComplete <= 1;
                CounterValue <= countervalue;
            end
        end
        else begin
                countervalue <= 0;
        end
    end
endmodule
--- flow/run.sh ---
#!/bin/bash
# OpenROAD 26Q1-2900-gdf79404cd8, Yosys 0.63+post, stock flow scripts
make -C /OpenROAD-flow-scripts/flow DESIGN_CONFIG=/design/flow/config.mk WORK_HOME=/design/flow/orfs finish
==> run_results.csv <==
group,metric,value,unit
status,status,"finished, final reports clean",
synth,yosys_cells,226,
final_layout,final_util,62.7,%
routing,drc,0,
clock_tree,ctsResizeCount,0,
synth,postSynthCellCount,226,
placed_design,gp_congestion,0.833,
global_routing,grt-ovfl-total,0,
placed_design,place_ws,1490,ps
critical_path,setup.worst_path.class,"register to output port",
critical_path,r2r_slack,1480,ps
critical_path,crit_path_start_kind,"register",
final_timing,rsz0062_at_grt,"false",
synth,top_area_cell,"dfxtp_1",
routing,n_antenna_cell,0,
final_timing,worst_slew_pin_slew,843,ps
die,die_h,70.3,um
placed_design,port_buffers,27,
global_routing,grt_pass1_vias,1659,
global_routing,grt_util_met3,6.28,%
final_layout,areaGrowthSynthToFinish,18.6,%
critical_path,worstPathRequired,3520,ps
critical_path,path_max_fanout,17,
global_routing,use_met1,33.4,%
synth,yosysWarnings,3,
clock_tree,post_cts_buffers,0,
final_layout,n_fill_cell,347,
die,rows,24,
clock_tree,cts_sinks,49,
flow_run,cap_violations,0,
min_path,hp-start,"freqcounter.NumCycles[0]",
power_and_ir_drop,ir_drop,198,uV
die,coreArea,4410,um^2
min_path,holdPathStages,1,
min_path,min_path_type,"register to register",
final_timing,setup_viol,0,
critical_path,setup.worst_path.end_class,"output port",
routing,initialDrtViolationCount,121,
final_timing,fin_skew,6.09,ps
power_and_ir_drop,power_density,323,nW/um^2
critical_path,arrival,2140,ps
final_layout,stdcell_area,2770,um^2
synth,ys_ff,49,
critical_path,reg2reg_to,"freqcounter.CounterValue[12]",
power_and_ir_drop,power_leakage,0.932,nW
min_path,holdPathEnd,"freqcounter.NumCycles[0]",
routing,routed_via_density,5.65,
global_routing,track_usage,19.5,%
global_routing,grt_busiest_layer,"met1",
die,die-area,4940,um^2
critical_path,r2r_cells,8,
final_layout,drive_above_1_share,6.92,%
routing,routed_wl,4190,um
synth,area_leaders,"dfxtp_1 (27%), edfxtp_1 (22%), ha_1 (4.8%), and2_1 (4.6%), or4_1 (3.9%)",
placed_design,placed_cell_area,2630,um^2
final_timing,setup_ws,1380,ps
synth,ys_seq_share,49.3,%
final_timing,finalMaxSlewViolations,0,
final_timing,setup_tns,0,ps
final_timing,finalHoldViolCount,0,
synth,synth_cell_type_count,43,
synth,syn_avg_cell_area,10.3,um^2
routing,vias,1762,
synth,synth_top_area_share,27.5,%
clock_tree,cts_hold_buf,0,
routing,first_pass_iters,4,
routing,ant_nets,0,
global_routing,met2_usage,25.7,%
global_routing,grt_max_degree,28,
clock_tree,cts_tree,"built",
global_routing,grt_pass1_wl,7430,um
die,fp_util,52.9,%
placed_design,place.detailed.hpwl,2950,um
synth,syn_area,2330,um^2
final_timing,maxSlewHeadroom,43.6,%
routing,post_drt_wl_per_cell,13.4,um
global_routing,antenna_found_initial,0,
die,io_pins,30,
synth,yosys_area,2330,um^2
flow_run,warnings,28,
critical_path,r2r-start,"numclkcycles[0]",
clock_tree,clk_pin_slew,60,ps
die,die_w,70.3,um
## power by group
group	internal, mW	switching [mW]
Clock	0.188	0.153
Combinational	0.0427	0.0284
Sequential	0.472	0.00803
Total	0.703	0.190
## worst max-delay path by stage
stage / slack [ps] / start / to
finish: 1380 / ROSCGetData.state[2] / ROSCReading[14]
global route: 1180 / numclkcycles[0] / freqcounter.CounterValue[14]
CTS: 1340 / ROSCGetData.state[2] / ROSCReading[14]
## cells in the mapped netlist
cell / count
a21oi_1: 16
and2_1: 17
and3_1: 3
and4_1: 1
buf_2: 2
buf_4: 1
buf_6: 3
clkbuf_1: 3
conb_1: 1
dfxtp_1: 32
edfxtp_1: 17
ha_1: 9
inv_1: 8
mux2i_1: 8
nand2_1: 16
nand2b_1: 5
nand3_1: 10
nand4_1: 3
nand4b_1: 1
nor2_1: 12
nor2b_1: 6
nor3_1: 1
nor4_1: 3
nor4_4: 1
nor4b_1: 3
o2111a_1: 1
o2111ai_1: 1
o211a_1: 1
o211ai_1: 1
o211ai_4: 1
o21ai_0: 2
o21ai_1: 2
o21bai_1: 1
o22a_1: 1
o31a_2: 1
o31ai_1: 9
o41ai_1: 1
or2_2: 1
or3_1: 2
or4_1: 12
or4b_4: 1
xnor2_1: 3
xor2_1: 3
## per-stage QoR
step | power (mW) | hold slack [ps] | std cells
final | 0.893 | 472 | 312
after detailed placement | 0.561 | 456 | 300
after CTS | 0.900 | 471 | 312
after global routing | 0.931 | 497 | 312
after global placement | 0.560 | 440 | 300
after floorplan | 0.528 | 421 | 229
## sequential cells by signal, indices dropped and copies added, names as in the netlist
name / count
freqcounter.countervalue: 16
freqcounter.CounterValue: 16
numclkcycles: 4
freqcounter.NumCycles: 9
ROSCGetData.state: 3
freqcounter.CounterComplete: 1
## worst max-delay path, cell delays in order (launching register included)
cell and delay [ps]:
dfxtp_1 460, nor2_1 720, and2_1 250, clkdlybuf4s50_1 460
## per-layer routing
layer  share of wire (%)  vias to the layer above
met3                 6.1                       11
met4                 1.7                        0
met2                  42                       54
li1                    -                      890
met1                  50                      807
met5                   0                        -
## layout make-up
| class | instances | area [um^2] | area share [%] |
|---|---|---|---|
| clock inverters | 3 | 17.5 | 0.633 |
| well taps | 52 | 65.1 | 2.35 |
| inverters | 8 | 30.0 | 1.09 |
| multi-input cells | 163 | 1100 | 39.8 |
| clock buffers | 9 | 124 | 4.48 |
| flip-flops and latches | 49 | 1150 | 41.6 |
| repair buffers | 28 | 278 | 10.0 |
## placed cells by master (no fill, tap or decap), types with 2 or more instances in the layout
| master | Yosys | routed |
|---|---|---|
| or3_1 | 2 | 2 |
| nor4b_1 | 3 | 3 |
| nor4_1 | 3 | 3 |
| nor2_1 | 12 | 12 |
| xnor2_1 | 3 | 3 |
| clkinv_2 | 0 | 2 |
| inv_1 | 8 | 8 |
| and3_1 | 3 | 3 |
| and2_1 | 17 | 17 |
| o31ai_1 | 9 | 9 |
| conb_1 | 1 | 4 |
| o21ai_0 | 2 | 2 |
| clkdlybuf4s50_1 | 0 | 27 |
| ha_1 | 9 | 9 |
| xor2_1 | 3 | 3 |
| nand2b_1 | 5 | 5 |
| nand4_1 | 3 | 3 |
| clkbuf_8 | 0 | 9 |
| o21ai_1 | 2 | 2 |
| dfxtp_1 | 32 | 32 |
| nand2_1 | 16 | 16 |
| nor2b_1 | 6 | 6 |
| edfxtp_1 | 17 | 17 |
| nand3_1 | 10 | 10 |
| a21oi_1 | 16 | 16 |
| mux2i_1 | 8 | 8 |
| or4_1 | 12 | 12 |
## logic make-up after synthesis
| logic type | count (synthesis) | synth area share, % |
|---|---|---|
| AND/OR/NAND/NOR | 98 | 24.8 |
| flip-flops | 49 | 49.3 |
| AND-OR/OR-AND | 38 | 11.2 |
| buffers and inverters | 17 | 3.97 |
| adder cells (fa/ha/maj) | 9 | 4.83 |
| multiplexers | 8 | 3.43 |
| XOR/XNOR | 6 | 2.25 |
| other | 1 | 0.161 |
Power is estimated from default activity; no workload was simulated.
